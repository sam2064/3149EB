<file path="/design/flow/design.v">
module ADC_controller(
    input  dout, adc_sck,
    output adc_cs_n, din,
    output [11:0] left_value, center_value, right_value
);
reg[11:0] dout_chx, dout_ch1 = 0, dout_ch4 = 0, dout_ch3 = 0;
reg[4:0] data_counter = 0;
reg[3:0] din_counter = 0, sp_counter = 0;
reg[2:0] channel_select = 0, channel = 0;
reg[2:0] mem1 [0:2];
reg adc_cs = 1, din_temp = 0, init = 1;
always @(negedge adc_sck) begin
    if(init == 1) begin
        init = 0; mem1[0] = 1; mem1[1] = 4; mem1[2] = 3;
    end
    if (din_counter == 0) adc_cs = ~adc_cs;
    if (channel_select > 2) channel_select = 0;
    else if((din_counter >= 2) && (din_counter <= 4)) channel = mem1[channel_select];
    else if(din_counter == 15) begin
            adc_cs = ~adc_cs;
            channel_select = channel_select + 1'b1;
    end
    case(din_counter)
        2: din_temp = channel[2];
        3: din_temp = channel[1];
        4: din_temp = channel[0];
        default: din_temp = 0;
    endcase
    din_counter = din_counter + 1'b1;
end
always @(posedge adc_sck) begin
    if(sp_counter >= 4 && sp_counter <= 15) begin
        dout_chx = {dout_chx[10:0], dout};
    end
    sp_counter = sp_counter + 1'b1;
end
always @(negedge adc_sck) begin
    if(data_counter == 16) begin
        data_counter = 0;
        case(channel)
            1: dout_ch1 = dout_chx;
            4: dout_ch4 = dout_chx;
            3: dout_ch3 = dout_chx;
        endcase
    end
    data_counter = data_counter + 1'b1;
end
assign adc_cs_n = adc_cs;
assign din = din_temp;
assign left_value = dout_ch4;
assign center_value = dout_ch3;
assign right_value = dout_ch1;
endmodule
</file>
<file path="/design/flow/run.sh">
#!/bin/bash
# OpenROAD 26Q1-2900-gdf79404cd8, Yosys 0.63+post, stock flow scripts
make -C /OpenROAD-flow-scripts/flow DESIGN_CONFIG=/design/flow/config.mk WORK_HOME=/design/flow/orfs finish
</file>
<file path="/design/flow/config.mk">
export PLATFORM = sky130hd
export DESIGN_NAME = ADC_controller
export DESIGN_NICKNAME = ADC_controller
export VERILOG_FILES = /design/flow/design.v
export SDC_FILE = /design/flow/constraint.sdc
export NUM_CORES = 4
export LEC_CHECK = 1
export CORE_UTILIZATION = 50
</file>
<file path="/design/flow/constraint.sdc">
current_design ADC_controller

set clk_period 3.9
set clk_io_pct 0.2

create_clock -name clk0 -period $clk_period [get_ports {adc_sck}]

set non_clock_inputs [all_inputs -no_clocks]
set_input_delay [expr $clk_period * $clk_io_pct] -clock clk0 $non_clock_inputs
set_output_delay [expr $clk_period * $clk_io_pct] -clock clk0 [all_outputs]
</file>
==> impl_metrics.toml <==
# flow metrics
[drt]
drc = 0
post_drt_wl_per_cell_microns = 13.5
viasPerCell = 4.65
wl_microns = 4820
first_pass_iters = 4
ant_nets = 0
num_vias = 1663
n_antenna_cell = 0
dr.first_iter.drc_count = 73

[yosys]
ys_seq_share_pct = 75.8
synth_flops = 79
ys_area_sq_um = 2720
ys_cells = 170
ys_warn_count = 2
syn_inst = 170
edf_count = 48
synth.avg_cell_area_sq_um = 16.0
async_flop_share_pct = 0
ys_types = 44
synth_top_flop_cell = "edfxtp_1"
synth_area_sq_um = 2720

[critical_path]
r2r-start = "dout_chx[5]"
rr_worst_depth = 0
worst-path-stages = 1
start_kind = "flop"
cp.arrival_ns = 3.07
crit_path_end = "din"
critical_path_class = "flop to output pin"
cp_num_buf_inv = 1
crit_chain = "clkdlybuf4s50_1"
required_ns = 3.12
slowest_delay_ns = 0.45
r2r-end = "dout_ch1[5]"
crit_family = "buffers and inverters"
path_max_fanout = 1
crit_slowest_cell = "clkdlybuf4s50_1"
rrSetupSlack_ns = 1.24
cp-startpoint = "din_temp"
crit_path_end_kind = "output pin"

[clock_tree]
cts_root_buf = "clkbuf_8"
numCtsBuffers = 9
ctsHoldBuffers = 0
clock_latency_ns = 0.39
clock-sinks = 79
path_clk_slew_ns = 0.08
htree_levels = 3
clk_path_buf_depth = 2
cts_tree = "yes"

[global_route]
grt_usage_pct = 17.5
gr-total-overflow = 0
grt_max_degree = 14
grt_pass1_vias = 1564
antenna_found_initial = 0
grt_pass1_wl_microns = 6910

[placed_design]
dpl.hpwl_microns = 2690
place_ws_ns = 0.380
placed_area_sq_um = 3220
placed_cells_incl_taps = 279
gp_congestion = 0.823
portBuffers = 39

[cells_and_area]
fin_cells = 358
lay_top_count = "inv_1"
utilization_pct = 73.3
syn_to_final_growth_pct = 39.5
stdcell_area_sq_um = 3790
final_cell_mix = "inv_1 (74), edfxtp_1 (48), dfxtp_1 (30), dlymetal6s2s_1 (22), dlygate4sd2_1 (15)"
drive_gt1_share_pct = 11.1

[final_timing]
setup_tns_ns = 0
layout_setup_ws_ns = 0.0463
hold_slack_ns = 0.408
finalHoldViolCount = 0
finalSetupViolations = 0
fin_skew_ns = 0.0517
rsz0062_at_grt = "false"
slew_viol_final = 0

[die]
ios = 40
die_y_microns = 75.7
rows = 26
die_x_microns = 75.7
die-area_sq_um = 5740
core_area_sq_um = 5170
fp_util_pct = 52.6

[job]
warning_count = 94
max_cap_violations = 0

[power]
leakage_nw = 1.83
peakVddDrop_mv = 0.481
power_mw = 1.98
powerDensity_nw_per_um2 = 521

[run_status]
status = "completed"

[min_path]
hold_path_class = "flop to flop"
-- logic make-up (layout without fill, tap and decap cells) --
kind of cell	after synthesis	in the layout	share of synthesized area (%)
AOI/OAI and AO/OA	14	14	4.23
adders and majority gates	9	9	4.14
muxes	1	1	0.368
other	1	1	0.138
buffers and inverters	15	133	2.39
xor gates and xnor gates	8	8	2.58
DFF	79	79	75.8
and+or+nand+nor	43	43	10.3
-- worst min-delay path by stage --
stage,from,to,slack (ns),depth (start not counted)
after global routing,sp_counter[0],sp_counter[0],0.42,1
final,sp_counter[0],sp_counter[0],0.41,1
after CTS,mem1[2][1],mem1[2][1],0.41,2
-- power by group --
group          total (mW)  internal [mW]  leakage [nW]  switching, mW
Combinational     0.00424        0.00295         0.660        0.00130
Sequential          0.884          0.881         0.682        0.00241
Clock                1.09          0.629         0.484          0.459
Total                1.98           1.51          1.83          0.462
-- flip-flops by register name (all words and copies together), names as in the netlist --
register and cells:
channel_select 3, data_counter 5, din_temp 1, din_counter 4, dout_ch3 12, channel 3, sp_counter 4, adc_cs 1
dout_chx 12, dout_ch1 12, init 1, mem1 9, dout_ch4 12
-- synth_stat cells, drive strengths merged (2+ instances only) --
master | n | share of area (%)
or3b | 2 | 0.64
and3 | 2 | 0.51
xor2 | 3 | 0.97
ha | 9 | 4.1
nor4b | 2 | 0.64
buf | 2 | 0.60
nand3 | 4 | 1.2
edfxtp | 48 | 53
a21oi | 4 | 1.2
or2 | 4 | 0.92
nand2 | 8 | 1.1
nor2b | 7 | 1.9
inv | 12 | 1.7
dfxtp | 31 | 23
nor2 | 4 | 0.55
o21ai | 2 | 0.51
xnor2 | 5 | 1.6
nor4bb | 2 | 0.74
-- repair_timing --
action,in CTS,in global routing
gates resized,16,22
endpoints found under the hold margin,0,0
buffers inserted,1,0
endpoints found under the setup margin,16,22
-- metal layers --
metal	vias to the layer above	GRT usage (%)	routed length, microns
li1	835	-	-
met1	766	27.4	2310
met2	54	22.5	2140
met3	8	9.38	289
met4	0	5.97	73
met5	-	0	0
-- area by class of cell --
cell class	instances	area [sq um]
Multi-Input combinational cell	76	611
Fill cell	299	1380
Clock buffer	12	199
Clock inverter	67	335
Sequential cell	79	2060
Timing Repair Buffer	43	457
Tap cell	70	87.6
Inverter	11	41.3
Power and IR drop assume default switching activity.
